==> ./config.mk <==
export PLATFORM = sky130hd
export DESIGN_NAME = Simon
export DESIGN_NICKNAME = Simon
export VERILOG_FILES = /design/flow/design.v
export SDC_FILE = /design/flow/constraint.sdc
export NUM_CORES = 4
export LEC_CHECK = 1
export CORE_UTILIZATION = 50
==> ./constraint.sdc <==
current_design Simon

set clk_period 1.0
set clk_io_pct 0.2

create_clock -name clk0 -period $clk_period [get_ports {clk}]

set non_clock_inputs [all_inputs -no_clocks]
set_input_delay [expr $clk_period * $clk_io_pct] -clock clk0 $non_clock_inputs
set_output_delay [expr $clk_period * $clk_io_pct] -clock clk0 [all_outputs]
==> ./design.v <==
module Simon(
    input clk,
    input rst,
    input gen,
    input in1,
    input in2,
    input in3,
    input in4,
    output reg rgen,
    output reg led1,
    output reg led2,
    output reg led3,
    output reg led4,
    output reg win,
    output reg lose
);
reg [7:0] cs;
reg [7:0] ns;
reg [31:0] counter, counterP, timer, timerP, timerOFF, timerOFFP;
reg [2:0] reg1, reg2, reg3, reg4, leds;
always @ (posedge clk) begin
    if(rst)
        cs <= 4'd0;
    else
	cs <= ns;
end
always @ (*) begin
    case(cs)
        7'd0: ns <= 7'd1;
	7'd1: begin
	    if (counter > 31'd16000)
		ns <= 7'd2;
	    else if(gen && reg1 == 0)
		ns <= 7'd3;
	    else if(gen && reg2 == 0)
		ns <= 7'd4;
	    else if(gen && reg3 == 0)
		ns <= 7'd5;
	    else if(gen && reg4 == 0)
	    	ns <= 7'd6;
	    else 
		ns <= 7'd1;
	end
	7'd2: ns <= 7'd1;
	7'd3: begin 
	    if(timer > 200)
		ns <= 7'd2;
	    else
		ns <= 7'd3;
	end
	7'd4: begin 
	    if(timer > 200)
		ns <= 7'd2;
	    else
		ns <= 7'd4;
	end
	7'd5: begin 
	    if(timer > 200)
		ns <= 7'd2;
	    else
		ns <= 7'd5;
	end
	7'd6: begin
        if(timer > 200)
            ns <= 7'd7;
        else
            ns <= 7'd6;
	end
    7'd7: ns <= 7'd8;
    7'd8: begin
        if(timer > 200)
            ns <= 7'd9;
	else if(in1 == 1 || in2 == 1 || in3 == 1 || in4 == 1)
	   ns <= 8'd14;
    else
           ns <= 7'd8;
    end
    7'd9: begin
        if(timerOFF > 200) begin
            case(leds)
            4'd1: ns <= 7'd10;
            4'd2: ns <= 7'd11;
            4'd3: ns <= 7'd12;
            endcase
        end
        else    
            ns <= 7'd9;
    end
    7'd10: begin
        if(timer > 200)
            ns <= 7'd9;
        else if(in1 == 1 || in2 == 1 || in3 == 1 || in4 == 1)
	        ns <= 8'd14;
        else 
            ns <= 7'd10;
    end
    7'd11: begin
         if(timer > 200)
            ns <= 7'd9;
        else if(in1 == 1 || in2 == 1 || in3 == 1 || in4 == 1)
	        ns <= 8'd14;
        else 
            ns <= 7'd11;
    end
    7'd12: begin
        if(timer > 200)
            ns <= 7'd13;
        else if(in1 == 1 || in2 == 1 || in3 == 1 || in4 == 1)
	        ns <= 8'd14;
        else 
            ns <= 7'd12;
    end
    7'd13: begin
        if(timerOFF > 200)
            ns <= 7'd7;
        else 
            ns <= 7'd13;
    end
    8'd14: begin
        case(reg1)
            3'd1: begin 
                if(in1 == 1)
                    ns <= 8'd15;
                else
                    ns <= 8'd16;
            end
            3'd2: begin 
                if(in2 == 1)
                    ns <= 8'd15;
                else
                    ns <= 8'd16;
            end
            3'd3: begin 
                if(in3 == 1)
                    ns <= 8'd15;
                else
                    ns <= 8'd16;
            end
            3'd4: begin 
                if(in4 == 1)
                    ns <= 8'd15;
                else
                    ns <= 8'd16;
            end
        endcase
    end
    8'd15: begin
        if(in1 == 0 && in2 == 0 && in3 == 0 && in4 == 0)
            ns <= 8'd17;
        else
            ns <= 8'd15;
    end
    8'd16: ns <= 8'd16;
    8'd17: begin
        if(in1 == 0 && in2 == 0 && in3 == 0 && in4 == 0)
            ns <= 8'd17;
        else
            ns <= 8'd18;
    end
    8'd18: ns <= 8'd19;
    8'd19: begin
        case(reg2)
            3'd1: begin 
                if(in1 == 1 && in2 == 0 && in3 == 0 && in4 == 0)
                    ns <= 8'd20;
                else
                    ns <= 8'd16;
            end
            3'd2: begin 
                if(in1 == 0 && in2 == 1 && in3 == 0 && in4 == 0)
                    ns <= 8'd20;
                else
                    ns <= 8'd16;
            end
            3'd3: begin 
                if(in1 == 0 && in2 == 0 && in3 == 1 && in4 == 0)
                    ns <= 8'd20;
                else
                    ns <= 8'd16;
            end
            3'd4: begin 
                if(in1 == 0 && in2 == 0 && in3 == 0 && in4 == 1)
                    ns <= 8'd20;
                else
                    ns <= 8'd16;
            end
            default: ns <= 8'd17;
        endcase
    end 
    8'd20: begin
        if(in1 == 0 && in2 == 0 && in3 == 0 && in4 == 0)
            ns <= 8'd21;
        else
            ns <= 8'd20;
    end
    8'd21:begin
        if(in1 == 0 && in2 == 0 && in3 == 0 && in4 == 0)
            ns <= 8'd21;
        else
            ns <= 8'd22;
    end
    8'd22: ns <= 8'd23;
    8'd23: begin
        case(reg3)
            3'd1: begin 
                if(in1 == 1 && in2 == 0 && in3 == 0 && in4 == 0)
                    ns <= 8'd24;
                else
                    ns <= 8'd16;
            end
            3'd2: begin 
                if(in1 == 0 && in2 == 1 && in3 == 0 && in4 == 0)
                    ns <= 8'd24;
                else
                    ns <= 8'd16;
            end
            3'd3: begin 
                if(in1 == 0 && in2 == 0 && in3 == 1 && in4 == 0)
                    ns <= 8'd24;
                else
                    ns <= 8'd16;
            end
            3'd4: begin 
                if(in1 == 0 && in2 == 0 && in3 == 0 && in4 == 1)
                    ns <= 8'd24;
                else
                    ns <= 8'd16;
            end
            default: ns <= 8'd17;
        endcase
    end 
    8'd24: begin
        if(in1 == 0 && in2 == 0 && in3 == 0 && in4 == 0)
            ns <= 8'd25;
        else
            ns <= 8'd24;
    end
    8'd25:begin
        if(in1 == 0 && in2 == 0 && in3 == 0 && in4 == 0)
            ns <= 8'd25;
        else
            ns <= 8'd26;
    end
    8'd26: ns <= 8'd27;
    8'd27: begin
        case(reg4)
            3'd1: begin 
                if(in1 == 1 && in2 == 0 && in3 == 0 && in4 == 0)
                    ns <= 8'd28;
                else
                    ns <= 8'd16;
            end
            3'd2: begin 
                if(in1 == 0 && in2 == 1 && in3 == 0 && in4 == 0)
                    ns <= 8'd28;
                else
                    ns <= 8'd16;
            end
            3'd3: begin 
                if(in1 == 0 && in2 == 0 && in3 == 1 && in4 == 0)
                    ns <= 8'd28;
                else
                    ns <= 8'd16;
            end
            3'd4: begin 
                if(in1 == 0 && in2 == 0 && in3 == 0 && in4 == 1)
                    ns <= 8'd28;
                else
                    ns <= 8'd16;
            end
            default: ns <= 8'd17;
        endcase
    end 
    8'd28: ns <= 8'd29;
    8'd29: ns <= 8'd29;
	default:
	    ns <= 7'dx;
    endcase
end
always @ (*) begin
    case(cs)
	7'd0: begin
	    counterP = 4'd0;
	    timerP = 0;
	    reg1 = 0;
	    reg2 = 0;
        reg3 = 0;
	    reg4 = 0;
	    led1 = 0;
	    led2 = 0;
        led3 = 0;
        led4 = 0;
        rgen = 0;
	win = 0;
	lose = 0;
	end
	7'd1: counterP = counter + 1;
	7'd2: begin
	    timerP = 4'd0;
	    counterP = 4'd0;
        rgen = 0;
	end
	7'd3: begin 
        timerP = timer + 1;
        reg1 = (counter%4)+1;
        rgen = 1;
	end
    7'd4: begin 
        timerP = timer + 1;
        reg2 = (counter%4)+1;
        rgen = 1;
	end
    7'd5: begin 
        timerP = timer + 1;
        reg3 = (counter%4)+1;
        rgen = 1;
	end
    7'd6:begin 
        timerP = timer + 1;
        reg4 = (counter%4)+1;
        rgen = 1;
    end
    7'd7: begin
        rgen = 0;
        timerP = 0;
        leds = 3'd0;
	end
    7'd8: begin
        timerP = timer + 1;
        timerOFFP = 0;
        leds = 3'd1;
        case(reg1)
        4'd1: led1 = 1;
        4'd2: led2 = 1;
        4'd3: led3 = 1;
        4'd4: led4 = 1;
        default: rgen = 1;
        endcase
    end
    7'd9: begin
        timerP = 0;
        timerOFFP = timerOFF + 1;
        led1 = 0;
        led2 = 0;
        led3 = 0;
        led4 = 0;
    end
    7'd10: begin
        timerP = timer + 1;
        timerOFFP = 0;
        leds = 3'd2;
        case(reg2)
        4'd1: led1 = 1;
        4'd2: led2 = 1;
        4'd3: led3 = 1;
        4'd4: led4 = 1;
        default: rgen = 1;
        endcase
    end
    7'd11: begin
        timerP = timer + 1;
        timerOFFP = 0;
        leds = 3'd3;
        case(reg3)
        4'd1: led1 = 1;
        4'd2: led2 = 1;
        4'd3: led3 = 1;
        4'd4: led4 = 1;
        default: rgen = 1;
        endcase
    end
    7'd12: begin
        timerP = timer + 1;
        timerOFFP = 0;
        case(reg4)
        4'd1: led1 = 1;
        4'd2: led2 = 1;
        4'd3: led3 = 1;
        4'd4: led4 = 1;
        default: rgen = 1;
        endcase
    end
    7'd13: begin
        timerOFFP = timerOFF + 1;
	    rgen = 1;
        led1 = 0;
        led2 = 0;
        led3 = 0;
        led4 = 0;
    end
    8'd14: begin
    rgen = 0;
    timerP = 0;
    end
    8'd15: begin
        case(reg1)
            4'd1: led1 = 1;
            4'd2: led2 = 1;
            4'd3: led3 = 1;
            4'd4: led4 = 1;
	endcase
    end
    8'd16: lose = 1;
    8'd18: begin
        led1 = 0;
        led2 = 0;
        led3 = 0;
        led4 = 0;
    end
    8'd20:begin
        case(reg2)
            4'd1: led1 = 1;
            4'd2: led2 = 1;
            4'd3: led3 = 1;
            4'd4: led4 = 1;
	    endcase
    end
    8'd23:begin
        led1 = 0;
        led2 = 0;
        led3 = 0;
        led4 = 0;
    end
    8'd24:begin
        case(reg3)
            4'd1: led1 = 1;
            4'd2: led2 = 1;
            4'd3: led3 = 1;
            4'd4: led4 = 1;
	    endcase
    end
    8'd27:begin
        case(reg4)
            4'd1: led1 = 1;
            4'd2: led2 = 1;
            4'd3: led3 = 1;
            4'd4: led4 = 1;
	    endcase
    end
    8'd29: begin 
	win = 1;
        led1 = 1;
	led2 = 1;
	led3 = 1;
	led4 = 1;
    end
   endcase
end
always @ (posedge clk) begin
    counter = counterP;
    timer = timerP;
    timerOFF = timerOFFP;
end
endmodule
==> ./run.sh <==
#!/bin/bash
# OpenROAD 26Q1-2900-gdf79404cd8, Yosys 0.63+post, stock flow scripts
make -C /OpenROAD-flow-scripts/flow DESIGN_CONFIG=/design/flow/config.mk WORK_HOME=/design/flow/orfs finish
==> flow.log <==
[metrics] run summary
INFO  metric run_status = finished, final reports clean
INFO  metric power.share.sequential = 0.526
INFO  metric tritoncts.num_buffers = 9
INFO  metric vias = 5995
INFO  metric timing.setup.tns = 0 ns
INFO  metric routedWlPerCell = 14.6 um
INFO  metric required_arrival_time_at_the_worst_endpoint = 1.24 ns
INFO  metric synthesized_cell_area = 7800 um2
INFO  metric floorplan.io_pins = 14
INFO  metric synth.top_cell.area_share = 0.259
INFO  metric final.fill_count = 1337
INFO  metric fp.dieW = 127 um
INFO  metric critPathBufInv = 1
INFO  metric syn_inst = 912
INFO  metric synthSimpleGateAreaFrac = 0.274
INFO  metric rsz0062_at_grt = false
INFO  metric synth-area-yosys = 7800 um2
INFO  metric synthMuxAreaShare = 0.00465
INFO  metric worst_hold_path_type = in -> reg
INFO  metric drc = 0
INFO  metric ant_nets = 0
INFO  metric path_cells = clkdlybuf4s50_1, nor2b_1
INFO  metric grt_first_pass_wirelength = 27.1 mm
INFO  metric fp_util = 0.513
INFO  metric cts_htree_levels = 3
INFO  metric share_clk_of_total_power = 0.443
INFO  metric synth-warning-count = 1
INFO  metric number_of_slew_limit_violations_in_the_final_report = 0
INFO  metric avgSynthCellArea = 8.56 um2
INFO  metric ys_top_logic_family = simple AND/OR/NAND/NOR gates
INFO  metric synth-compound-area-share = 0.0922
INFO  metric edf_count = 0
INFO  metric final_period_minus_worst_setup_slack = 0.563 ns
INFO  metric antenna_violations_before_repair = 0
INFO  metric report.final.setup_viol = 0
INFO  metric startpoint_type = input port
INFO  metric yosys.area_share.adder = 0.00962
INFO  metric detail_route.vias_per_cell = 5.44
INFO  metric finalClockPeriodUsage = 0.563
INFO  metric post-cts-setup-buffers = 0
INFO  metric ctsHoldBuffers = 0
INFO  metric synth.cellmix.xorXnorShare = 0.0954
INFO  metric synthDistinctLibCells = 72
INFO  metric placement.io_buffers = 13
INFO  metric vias_in_the_first_global_route = 5377
INFO  metric lay_top_cells = 143 x nor2_1, 122 x dlxtn_1, 101 x dfxtp_1, 69 x nand2_1, 46 x nand3_1
INFO  metric flow.area_growth_from_synthesis = 7.41%
INFO  metric power_density = 929 nW/um2
INFO  metric root_buffer = clkbuf_16
INFO  metric gpl.final_weighted_congestion = 0.914
INFO  metric finalPower = 7790 uW
INFO  metric grt.total_usage = 0.215
INFO  metric combPwrFrac = 0.031
INFO  metric globalRoute.totalOverflow = 0
INFO  metric logic_area = 3710 um2
INFO  metric maximum_number_of_pins_on_one_net_before_global_route_repair = 35
INFO  metric wl = 16.1 mm
INFO  metric antenna_cells_inserted = 0
INFO  metric drt_pre_antenna_iters = 7
INFO  metric critPathMaxStageDelay = 0.54 ns
INFO  metric cp_data_arrival_time = 0.80 ns
INFO  metric flop_cell = dlxtn_1
INFO  metric timing_worst_slew_pin_value = 0.826 ns
INFO  metric untimed_endpoints = 225
INFO  metric p_sw = 1810 uW
INFO  metric timing.critical_path.to_type = flip-flop
INFO  metric quantity_of_gates_resized_following_cts = 0
INFO  metric cpLargestDelayFamily = buffers and inverters
INFO  metric log.warning_count = 28
INFO  metric crit_type = in -> reg
INFO  metric place_hpwl = 11.1 mm
INFO  metric slew_headroom = 0.449
INFO  metric netSwitchingFraction = 0.233
INFO  metric cellInternalPower = 5980 uW
INFO  metric critical-path-slowest-cell = clkdlybuf4s50_1
INFO  metric drive_gt1_frac = 0.0525
INFO  metric vdd_drop_max = 797 uV
INFO  metric synth_stat.cells = 912
INFO  metric synth.ff_latch_count = 223
INFO  metric chipHeight = 127 um
INFO  metric path_max_fanout = 5
INFO  metric core-area = 15200 um2
INFO  metric design.die.area = 16100 um2
INFO  metric max_capacitance_violation_count = 0
INFO  metric async_reset_ff_frac = 0
INFO  metric fmax = 1780 MHz
INFO  metric path_clk_slew = 0.06 ns
INFO  metric detail_route.iter0.violations = 406
INFO  metric cts_max_path_buffers = 2
INFO  metric std_cell_rows = 45
INFO  metric p_leak = 0.00305 uW
INFO  metric unclocked_pins = 122
INFO  metric mostFrequentLayoutCell = nor2_1
INFO  metric final-hold-violation-count = 0
INFO  metric synth.area.top_cells = dfxtp_1 26%, dlxtn_1 23%, nor2_1 6.9%
INFO  metric synth_area_leader_cell = dfxtp_1
INFO  metric cts_tree = built
INFO  metric regArea = 3850 um2
-- stage by stage --
stage	hold WS [ns]	area (um2)	std cells	setup slack [ns]	utilization
after floorplan	0.272	7800	912	0.664	-
after global placement	0.834	8090	1087	0.0779	0.532
after detailed placement	0.839	8090	1087	0.0720	0.532
after CTS	0.470	8380	1103	0.448	0.551
after global routing	0.491	8380	1103	0.435	0.551
final	0.480	8380	1103	0.437	0.551
-- cell type report --
| type | instances | area share |
|---|---|---|
| flip-flops and latches | 223 | 0.460 |
| multi-input cells | 631 | 0.443 |
| clock buffers | 10 | 0.0285 |
| well taps | 188 | 0.0281 |
| repair buffers | 23 | 0.0245 |
| inverters | 22 | 0.00985 |
| clock inverters | 6 | 0.00612 |
-- layer usage --
| metal | vias to the layer above | wire length [um] | GRT usage |
|---|---|---|---|
| met1 | 2768 | 8250 | 0.360 |
| met3 | 17 | 505 | 0.0279 |
| li1 | 3115 | - | - |
| met2 | 95 | 7040 | 0.317 |
| met4 | 0 | 255 | 0.0273 |
| met5 | - | 0 | 0 |
-- synthesized netlist by cell type (all sizes together), types with 11 or more instances --
| master | n |
|---|---|
| a21oi | 37 |
| and3 | 19 |
| buf | 15 |
| clkbuf | 21 |
| dfxtp | 101 |
| dlxtn | 122 |
| inv | 22 |
| nand2 | 70 |
| nand2b | 11 |
| nand3 | 47 |
| nand4 | 18 |
| nor2 | 143 |
| nor2b | 17 |
| nor3 | 22 |
| nor4 | 27 |
| o21ai | 25 |
| or3 | 15 |
| xnor2 | 43 |
| xor2 | 42 |
-- logic make-up (layout without fill, tap and decap cells) --
group                      after synthesis  count (layout)
adders and majority gates                6               6
buffers and inverters                   58              61
and+or+nand+nor                        426             426
xor gates and xnor gates                85              85
AOI/OAI and AO/OA                      111             111
latches                                122             122
DFF                                    101             101
muxes                                    3               3
-- state kept, by name, summed over array words and instances, names as in the netlist, 2 cells and up --
name / flops
counterP: 32
reg3: 3
reg2: 3
ns: 5
leds: 2
counter: 32
reg1: 3
timer: 32
timerOFFP: 32
timerOFF: 32
timerP: 32
reg4: 3
cs: 5
-- power groups by stage --
stage                 Clock (uW)  Sequential (uW)  Combinational, uW
after global routing        3750             4100                266
final                       3450             4100                241
after CTS                   3600             4100                241
-- worst paths after layout --
path / start / endpoint / slack (ns) / cells past startpoint
worst max-delay path: rst / cs[3]$_SDFF_PP0_ / 0.44 / 2
worst min-delay path: rst / cs[4]$_SDFF_PP0_ / 0.48 / 2
No activity file was given, so power comes from the tool's default toggle rates.
